<file path="/design/flow/config.mk">
export PLATFORM = sky130hd
export DESIGN_NAME = uart
export DESIGN_NICKNAME = uart
export VERILOG_FILES = /design/flow/design.v
export SDC_FILE = /design/flow/constraint.sdc
export NUM_CORES = 4
export LEC_CHECK = 1
export CORE_UTILIZATION = 50
</file>
<file path="/design/flow/constraint.sdc">
current_design uart

set clk_period 3.5
set clk_io_pct 0.2

create_clock -name clk0 -period $clk_period [get_ports {sys_clk}]

set non_clock_inputs [all_inputs -no_clocks]
set_input_delay [expr $clk_period * $clk_io_pct] -clock clk0 $non_clock_inputs
set_output_delay [expr $clk_period * $clk_io_pct] -clock clk0 [all_outputs]
</file>
<file path="/design/flow/design.v">
`timescale 1ns / 1ps
module uart(
    input sys_clk,
    input uart_REC_dataH,
    output uart_XMIT_dataH
    );
    reg xmitH = 1'b0;
    reg sys_rst_I = 1'b0;
    wire xmit_doneH;
    wire [7:0] rec_dataH;
    wire rec_readyH;
    wire is_receiving;
    wire recv_error;
    parameter PULSE_WIDTH = 5200;
    reg [12:0] count = 0;
    wire count_rst = sys_rst_I | (count == PULSE_WIDTH);
    always @ (posedge rec_readyH, posedge count_rst) begin
            if (count_rst) begin
                    xmitH <= 1'b0;
            end else begin
                    xmitH <= 1'b1;
            end
    end
    always @ (posedge sys_clk, posedge count_rst) begin
            if(count_rst) begin
                    count <= 0;
            end else begin
                    if(xmitH) begin
                            count <= count + 1'b1;
                    end
            end
        end
    u_rec inst1(
        sys_clk, 
        sys_rst_I,
        uart_REC_dataH,
        rec_readyH, 
        rec_dataH,
        is_receiving, 
        recv_error
        );
    u_xmit inst2(
        sys_clk, 
        sys_rst_I,
        uart_XMIT_dataH,
        xmitH,
        rec_dataH,
        xmit_doneH 
        );
endmodule
`timescale 1ns / 1ps
module u_rec(
    input sys_clk,  
    input sys_rst_I,  
    input uart_REC_dataH,  
    output rec_readyH,  
    output [7:0] rec_dataH,  
    output is_receiving,  
    output recv_error
    );
    parameter CLOCK_DIVIDE =  1302;  
    parameter RX_IDLE = 0;
    parameter RX_CHECK_START = 1;
    parameter RX_READ_BITS = 2;
    parameter RX_CHECK_STOP = 3;
    parameter RX_DELAY_RESTART = 4;
    parameter RX_ERROR = 5;
    parameter RX_RECEIVED = 6;
    reg [10:0] rx_clk_divider = CLOCK_DIVIDE;
    reg [2:0] recv_state = RX_IDLE;
    reg [5:0] rx_countdown;
    reg [3:0] rx_bits_remaining;
    reg [7:0] rx_data = 8'b00000000;
    assign rec_readyH = recv_state == RX_RECEIVED;
    assign recv_error = recv_state == RX_ERROR;
    assign is_receiving = recv_state != RX_IDLE;
    assign rec_dataH = rx_data;
    always @(posedge sys_clk) begin
        if (sys_rst_I) begin
            recv_state = RX_IDLE;
        end
        rx_clk_divider = rx_clk_divider - 1;
        if (!rx_clk_divider) begin
            rx_clk_divider = CLOCK_DIVIDE;
            rx_countdown = rx_countdown - 1;
        end
        case (recv_state)
            RX_IDLE: begin
                if (!uart_REC_dataH) begin
                    rx_clk_divider = CLOCK_DIVIDE;
                    rx_countdown = 2;
                    recv_state = RX_CHECK_START;
                end
            end
            RX_CHECK_START: begin
                if (!rx_countdown) begin
                    if (!uart_REC_dataH) begin
                        rx_countdown = 4;
                        rx_bits_remaining = 8;
                        recv_state = RX_READ_BITS;
                    end else begin
                        recv_state = RX_ERROR;
                    end
                end
            end
            RX_READ_BITS: begin
                if (!rx_countdown) begin
                    rx_data = {uart_REC_dataH, rx_data[7:1]};
                    rx_countdown = 4;
                    rx_bits_remaining = rx_bits_remaining - 1;
                    recv_state = rx_bits_remaining ? RX_READ_BITS : RX_CHECK_STOP;
                end
            end
            RX_CHECK_STOP: begin
                if (!rx_countdown) begin
                    recv_state = uart_REC_dataH ? RX_RECEIVED : RX_ERROR;
                end
            end
            RX_DELAY_RESTART: begin
                recv_state = rx_countdown ? RX_DELAY_RESTART : RX_IDLE;
            end
            RX_ERROR: begin
                rx_countdown = 8;
                recv_state = RX_DELAY_RESTART;
            end
            RX_RECEIVED: begin
                recv_state = RX_IDLE;
            end
        endcase
  end  
endmodule
`timescale 1ns / 1ps
module u_xmit(
    input sys_clk,  
    input sys_rst_I,  
    output uart_XMIT_dataH,  
    input xmitH,  
    input [7:0] xmit_dataH,  
    output reg xmit_doneH  
    );
parameter CLOCK_DIVIDE = 1302;  
parameter TX_IDLE = 0;
parameter TX_SENDING = 1;
parameter TX_DELAY_RESTART = 2;
reg [10:0] tx_clk_divider = CLOCK_DIVIDE;
reg tx_out = 1'b1;
reg [1:0] tx_state = TX_IDLE;
reg [5:0] tx_countdown;
reg [3:0] tx_bits_remaining;
reg [7:0] tx_data;
    initial
    begin
    xmit_doneH = 1'b0;
    end
assign uart_XMIT_dataH = tx_out;
always @(posedge sys_clk) begin
	if (sys_rst_I) begin
		tx_state = TX_IDLE;
	end
	tx_clk_divider = tx_clk_divider - 1;
	if (!tx_clk_divider) begin
		tx_clk_divider = CLOCK_DIVIDE;
		tx_countdown = tx_countdown - 1;
	end
    case (tx_state)
		TX_IDLE: begin
			if (xmitH) begin
				tx_data = xmit_dataH;
				tx_clk_divider = CLOCK_DIVIDE;
				tx_countdown = 4;
				tx_out = 0;
				tx_bits_remaining = 8;
				tx_state = TX_SENDING;
			end
		end
		TX_SENDING: begin
			if (!tx_countdown) begin
				if (tx_bits_remaining) begin
					tx_bits_remaining = tx_bits_remaining - 1;
					tx_out = tx_data[0];
					tx_data = {1'b0, tx_data[7:1]};
					tx_countdown = 4;
					tx_state = TX_SENDING;
				end else begin
					tx_out = 1;
					tx_countdown = 4;
					tx_state = TX_DELAY_RESTART;
				end
			end
		end
		TX_DELAY_RESTART: begin
			tx_state = tx_countdown ? TX_DELAY_RESTART : TX_IDLE;
            if((tx_countdown == 1) && TX_DELAY_RESTART)
                xmit_doneH = 1'b1;
            else
                xmit_doneH = 1'b0;
		end
	endcase
end
endmodule
</file>
<file path="/design/flow/run.sh">
#!/bin/bash
# OpenROAD 26Q1-2900-gdf79404cd8, Yosys 0.63+post, stock flow scripts
make -C /OpenROAD-flow-scripts/flow DESIGN_CONFIG=/design/flow/config.mk WORK_HOME=/design/flow/orfs finish
</file>
==> reports/results.tsv <==
metric	value	unit
yosys cell count	402	
CTS tree	built	
FMAX	315	MHz
Synth warnings	16	
Critical Path Sink	inst2.tx_bits_remaining[0]	
DRT iter0 DRCs	82	
status	completed	
core box area	0.00777	sq mm
CP required	3.55	ns
IO Port Bufs	2	
Rows	32	
drt wl/cell	12.8	um
GRT overflow	0	
Slew HR	55.3	%
post-cts hold-fix buffer tally	0	
Synth area leader	edfxtp_1	
YS chip area	0.00404	sq mm
Remaining DRCs	0	
clk latency of the worst-skew pair	0.34	ns
count of final hold-check violations	0	
Area contributors post-synth	edfxtp_1 22%, dfxtp_1 17%, dfrtp_1 8.1%	
Cell Area, Synth	0.00404	sq mm
Max Cap Violations	0	
chip area	0.00843	sq mm
worst path arrival time	3.22	ns
Synth Seq Share	47.9	%
FF-to-FF Start	inst2.tx_clk_divider[0]	
ys flop type	dfxtp_1	
Syn Area/Cell	10.0	sq um
dpl ws	0.207	ns
setup slack, reg-to-reg	0.33	ns
Post-synth EDFFs	30	
layout cell share with drive strength beyond 1	11.5	%
fp util	51.9	%
tool warning count	32	
antenna violations before repair	0	
clock transition at the registers of the reported paths	0.08	ns
reg-to-reg endpoint	inst2.tx_bits_remaining[0]	
Final ANT Viol Nets	0	
Vias	2691	
Synth Instances	402	
crit path setup slack, layout	0.327	ns
worst min path class	register to asynchronous set/reset pin	
Fin Hold WS	0.443	ns
CTS Buf Count	9	
final setup vio count	0	
H-tree depth	3	
Area growth syn-to-layout	7.78	%
CTS root buf	clkbuf_8	
post-detail-place hpwl	4480	um
routed wire length	6540	um
CP startpoint	inst2.tx_clk_divider[0]	
Final Max Tran Viols	0	
RePlAce Congestion	0.811	
Clock Tree Buf Depth	2	
Die Height	91.8	um
Peak VDD IR	0.000274	V
Async SR Flop Fraction	17.9	%
leakage	0.00167	uW
Core Util, Final	56.0	%
Reg2Reg Depth	10	
shortest period the worst path allows	3.17	ns
vias in the first global route	2605	
critical path class	register to register	
crit path max fanout	12	
first-pass GRT wire length	11900	um
Vias/cell	5.26	
drt pass-1 iters	4	
ys flops	78	
Die W	91.8	um
Fin Setup TNS	0	ns
ANT cells	0	
pin count of the biggest net entering global routing	16	
Unique masters post-synth	61	
CP startpoint kind	register	
setup skew after layout	0.00700	ns
register pins left without a clock	1	
# IOs	3	
gr usage total	18.1	%
fin crit share	90.7	%
Cell Pwr Density	640	mW/mm^2
Setup crit end kind	register	
RSZ-0062 raised after global routing	no	
Worst-Margin Slew	0.669	ns
Top cell area share	22.3	%
## cell families (layout without fill, tap and decap cells)
| kind of cell | after synthesis | count (layout) | synth area share, % |
|---|---|---|---|
| AND-OR/OR-AND | 54 | 54 | 9.71 |
| XOR/XNOR | 42 | 42 | 9.12 |
| adder cells (fa/ha/maj) | 15 | 15 | 4.65 |
| buffers and inverters | 35 | 43 | 3.72 |
| flip-flops | 78 | 78 | 47.9 |
| multiplexers | 12 | 12 | 3.22 |
| other | 1 | 1 | 0.0929 |
| AND/OR/NAND/NOR | 165 | 165 | 21.6 |
## cells in the final DEF, fill, tap and decap left out, types with 3 or more instances in the layout
cell,n
edfxtp_1,30
clkinvlp_4,3
nand2b_1,9
o21a_1,3
nor4bb_1,3
nor2b_1,5
nand4_1,6
o21ai_0,10
mux2i_1,3
o31ai_1,4
nand3_1,4
nor4b_1,3
inv_1,20
nor2_1,45
a311oi_1,3
ha_1,15
xor2_1,9
a21oi_1,12
xnor2_1,33
nor4_1,8
or2_2,6
nand2_1,37
and3_1,4
mux2_2,8
dfrtp_1,13
clkbuf_8,9
dfxtp_1,34
buf_4,5
nor3_1,16
a211oi_1,3
## how the worst min path moves through the flow
stage                               to              from  slack, ns  depth (start not counted)
after CTS                    count[11]         count[11]       0.46                          2
after global routing  inst1.rx_data[6]  inst1.rx_data[7]       0.46                          0
final                        count[12]         count[11]       0.44                          2
## stage by stage
stage | total power, uW | instance area [sq um] | std cells
2_1_floorplan | 1980 | 4040 | 402
3_3_place_gp | 2120 | 4150 | 496
3_5_place_dp | 2130 | 4150 | 496
4_1_cts | 2820 | 4340 | 512
5_1_grt | 3000 | 4350 | 512
6_report | 2780 | 4350 | 512
## area by class of cell
class	instances	area [sq um]
Timing Repair Buffer	7	57.6
Fill cell	703	3420
Sequential cell	78	1930
Multi-Input combinational cell	289	1960
Clock inverter	7	73.8
Tap cell	102	128
Inverter	20	75.1
Clock buffer	9	124
## cells in the mapped netlist, types with 3 or more instances
library cell	number
o31ai_1	4
buf_2	3
nor2_1	45
nor4bb_1	3
a311oi_1	3
o21a_1	3
xnor2_1	33
a21oi_1	12
nor4b_1	3
and3_1	4
a211oi_1	3
o21ai_0	10
mux2i_1	4
mux2_2	8
nor3_1	16
nor2b_1	5
edfxtp_1	30
nor4_1	8
inv_1	20
xor2_1	9
dfxtp_1	34
or2_2	6
clkbuf_1	9
nand4_1	6
nand2b_1	9
nand2_1	37
dfrtp_1	13
ha_1	15
nand3_1	4
## layer usage
| metal | share of wire, % | track usage [%] | routed length, um | vias to the layer above |
|---|---|---|---|---|
| li1 | - | - | - | 1423 |
| met1 | 54 | 30.0 | 3520 | 1237 |
| met2 | 42 | 26.9 | 2740 | 24 |
| met3 | 3.0 | 4.14 | 195 | 7 |
| met4 | 1.3 | 1.82 | 82 | 0 |
| met5 | 0 | 0 | 0 | - |
## power by group
part           switching (uW)  total [uW]  leakage [uW]  internal [uW]
combinational             351         702      0.000846            352
clock                     336         668     0.0000899            332
sequential                275        1410      0.000733           1140
## registers in the layout, indices dropped and copies added, names as in the netlist, 2 cells and up
register                 flops
inst2.tx_state               2
inst1.rx_data                8
inst1.rx_countdown           6
inst1.recv_state             3
inst2.tx_countdown           6
inst2.tx_bits_remaining      4
count                       13
inst2.tx_data                8
inst1.rx_bits_remaining      4
inst2.tx_clk_divider        11
inst1.rx_clk_divider        11
## what timing repair did
action,CTS,global route
resized,0,2
buffers inserted,0,0
endpoints found under the setup margin,0,14
## worst max-delay path, stage by stage, from the launching register on
cell and delay, ns:
dfxtp_1 0.49, inv_1 0.08, ha_1 0.29, o21bai_1 0.20, a311oi_1 0.37, or3_4 0.21, or3b_4 0.46, o31ai_4 0.26
o211a_1 0.20, a21o_1 0.11, buf_4 0.20
Power and IR drop assume default switching activity.
